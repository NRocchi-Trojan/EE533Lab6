==> design/flow/design.v <==
`timescale 1ns / 1ps
module Mux64bit_wide(
    input [63:0] D0,
    input [63:0] D1,
    output [63:0] O,
    input Sel
    );
	assign O = (Sel)? D1 : D0;
endmodule
==> design/flow/run.sh <==
#!/bin/bash
# OpenROAD 26Q1-2900-gdf79404cd8, Yosys 0.63+post, stock flow scripts
make -C /OpenROAD-flow-scripts/flow DESIGN_CONFIG=/design/flow/config.mk WORK_HOME=/design/flow/orfs finish
==> design/flow/config.mk <==
export PLATFORM = sky130hd
export DESIGN_NAME = Mux64bit_wide
export DESIGN_NICKNAME = Mux64bit_wide
export VERILOG_FILES = /design/flow/design.v
export SDC_FILE = /design/flow/constraint.sdc
export NUM_CORES = 4
export LEC_CHECK = 1
export CORE_AREA = 10 10 84 84
export DIE_AREA = 0 0 94 94
==> design/flow/constraint.sdc <==
current_design Mux64bit_wide

set clk_period 1.0
set clk_io_pct 0.2

create_clock -name clk0 -period $clk_period

set non_clock_inputs [all_inputs -no_clocks]
set_input_delay [expr $clk_period * $clk_io_pct] -clock clk0 $non_clock_inputs
set_output_delay [expr $clk_period * $clk_io_pct] -clock clk0 [all_outputs]
==> run summary <==
The full implementation flow was run.

The run finished, with violations left. The final reports fail on setup timing. By startpoint and endpoint, the worst setup path is classified as primary input to primary output. Per the synthesis report, the simple-gate share of the synthesized area is 0%. The number of antenna violations at the first check in global routing stands at 0. Measured along the x axis, the die boundary spans ~94 um. In this run the worst hold path is classified as primary input to primary output. Per the detail_route report, vias per standard cell equal 3.90. The core footprint stands at 0.00520 mm^2. The wire length of the first global-routing pass stands at about 9200 um. STA shows the worst min-delay path finishing at O[0]. The share of the synthesized netlist area taken by xor and xnor gates stands at 0%. Of the available clock period, the critical path in the final layout requires 119%. After synthesis, the largest area contributor takes up 83.6% of total cell area. The half-perimeter wire length after placement stands at 6070 um. The number of failing setup endpoints in the final timing report stands at 64. The post-placement cell count stands at 331. The proportion of total power due to net switching stands at 23.4%. The area of all sequential standard cells stands at 0 um^2.

The height of the die stands at 94 um. The combinational fraction of design power stands at 100.0%. The global routing report lists combined usage of all routing layers as 13.8%. The overall via count from detail_route stands at 1321.

The peak ir drop on the vdd network stands at 0.168 mV. Checking max transition, the worst relative margin is 93.9%. The total iterations of the first detailed-routing run stands at 2. The overall die size recorded for this design is 0.00884 mm^2. The arrival time of data at the worst endpoint is listed as 0.99 ns. The static leakage power stands at 1.74 nW. The cell area that synthesis handed to floorplanning was 0.00108 mm^2.

The initial cell density of the core stands at 20.7%. The synthesized instance count stands at ~71. The main area contributors are sky130_fd_sc_hd__mux2_4, sky130_fd_sc_hd__buf_12, sky130_fd_sc_hd__mux2_2. The utilization after layout stands at 60.4%.

The biggest fanout along the worst timing path stands at 5. The final cell count without fillers stands at 339. Looking at the power breakdown, the clock network takes 0% of the total.

The total power draw stands at 0.00128 W. The ratio of cells with drive above 1 in the final layout stands at 52.4%. The pin closest to its max-slew limit shows a slew of 0.0909 ns. In this run the remaining antenna-violating nets after routing total 0. According to the timing report, the data required time at the worst endpoint equals 0.80 ns. The flop count stands at 0. At the end of routability-driven placement, the weighted congestion stood at 0.823. The number of global-route vias before repair is 1507. The count of buffers from port buffering stands at between 150 and 200. The most common logic cells in the final layout are sky130_fd_sc_hd__dlygate4sd2_1, sky130_fd_sc_hd__mux2_4, sky130_fd_sc_hd__buf_6. The total power per unit cell area stands at 407 mW/mm^2. The final timing report derives a shortest allowable period of between 1 and 1.5 ns.

Yosys stat counts 71 cells in the synthesized netlist. The number of stages on the worst hold path stands at 3. The clock buffer count in the final layout stands at 0.

The stat command in Yosys gives a chip area of 0.00108 mm^2. Of the synthesized area, sequential elements account for 0%. For this run, the script counts the antenna cells in the layout as 0. Per the cell usage report, the commonest logic cell in the layout is sky130_fd_sc_hd__dlygate4sd2_1. The design internal power stands at 0.000980 W. The total tool warning count stands at 35.

The synthesized area per cell stands at 15.2 um^2. After synthesis, the netlist uses 4 different library cells. Setup repair after global routing could not meet its margin everywhere. Max-slew check failures listed in the final report amount to 0. The share of total power dissipated in sequential elements is 0%. The tool flagged a number of max-cap violations equal to 0. The worst setup path is launched from a primary input. After synthesis, the largest family of logic cells by area is multiplexers. The number of placed I/O pins stands at between 150 and 200.

The Yosys step of the flow raised 0 warnings. The maximum number of pins on one net before global-route repair stands at 11. Measured against the total synthesized area, the mux share comes to 87.8%.

For this sky-water flow run, the detailed-routed wirelength per cell is reported as 20.4 um. According to the floorplan log, the row count is 26. The achievable frequency stands at 0.843 GHz. Detailed-route iteration 0 reported a violation count of 13. Summed over all layers, the global routing overflow is 0. The area overhead of the layout relative to synthesis stands at 192%. The largest total area in the synthesized netlist belongs to sky130_fd_sc_hd__mux2_4.

Per the post-place timing report, worst setup slack is -0.541 ns. For the worst min-delay path, the startpoint reported by OpenROAD is D1[0]. In the routed design, unresolved DRC markers number 0. Wires add up to about 6900 um. Summed over all nets, the switching power comes to 0.000300 W. The area share of and-or/or-and cells after synthesis stands at 0%. The post-synthesis adder-cell area fraction stands at 0%. The number of hold violations in the final report stands at 0. The final timing report gives a worst setup slack of -0.186 ns. STA classifies the critical path endpoint as a primary output.

The total negative slack for setup checks stands at -6.41 ns.
[cell usage after synthesis]
| library cell | count |
|---|---|
| sky130_fd_sc_hd__buf_12 | 6 |
| sky130_fd_sc_hd__buf_6 | 1 |
| sky130_fd_sc_hd__mux2_2 | 4 |
| sky130_fd_sc_hd__mux2_4 | 60 |
[critical path, stage by stage]
cell and delay, ns:
sky130_fd_sc_hd__buf_16 0.13, sky130_fd_sc_hd__buf_16 0.14, sky130_fd_sc_hd__buf_12 0.12, sky130_fd_sc_hd__mux2_4 0.28, sky130_fd_sc_hd__buf_2 0.12
[per-stage QoR]
stage	hold slack (ns)	cell area (um^2)
after global routing	0.714	3150
after detailed placement	1.33	3040
after global placement	1.33	3040
final	0.698	3150
after CTS	0.798	2970
after floorplan	0.498	1080
[logic make-up after synthesis]
logic type,count (synthesis)
buf+inv,7
mux,64
[power groups by stage]
stage	Sequential [W]	Clock (W)	Combinational, W
CTS	0	0	0.00122
global route	0	0	0.00136
finish	0	0	0.00128
[layer usage]
metal / track usage, % / routed length, um / vias to the layer above
met5: 0 / 0 / -
met4: 0.380 / 0 / 0
met3: 5.90 / 730 / 0
met2: 27.8 / 4020 / 77
met1: 13.0 / 2160 / 571
li1: - / - / 673
[repair_timing]
item | in CTS | in global routing
hold buffers | 0 | 0
endpoints found under the setup margin | 64 | 64
setup buffers | 1 | 0
cloned | 4 | 3
resized | 368 | 24
hold endpoints to repair | 0 | 0
[area by class of cell]
type	instances	area, um^2
repair buffers	205	2100
fillers	493	2060
well taps	70	87.6
multi-input cells	64	957
[worst max-delay path by stage]
stage | from | to | slack, ns | cells past startpoint
4_1_cts | Sel | O[63] | -0.23 | 4
5_1_grt | Sel | O[17] | -0.20 | 5
6_report | Sel | O[17] | -0.19 | 5
Power figures rest on the tool's default switching activity, not on a simulated workload.
