[/design/flow/design.v]
module ProgCountVerilog (
    input              clk,
    input              rst,
    input              load_en,        
    input      [63:0]  next_pc,       
    output reg [63:0]  ProgCounter
);
    localparam PC_INCR = 64'd4;    
    always @(posedge clk) begin
        if (rst)
            ProgCounter <= 64'b0;
        else if (load_en)
            ProgCounter <= next_pc;
        else
            ProgCounter <= ProgCounter + PC_INCR;
    end
endmodule
[/design/flow/run.sh]
#!/bin/bash
# OpenROAD 26Q1-2900-gdf79404cd8, Yosys 0.63+post, stock flow scripts
make -C /OpenROAD-flow-scripts/flow DESIGN_CONFIG=/design/flow/config.mk WORK_HOME=/design/flow/orfs finish
[/design/flow/config.mk]
export PLATFORM = sky130hd
export DESIGN_NAME = ProgCountVerilog
export DESIGN_NICKNAME = ProgCountVerilog
export VERILOG_FILES = /design/flow/design.v
export SDC_FILE = /design/flow/constraint.sdc
export NUM_CORES = 4
export LEC_CHECK = 1
export CORE_UTILIZATION = 30
[/design/flow/constraint.sdc]
current_design ProgCountVerilog

set clk_period 8.6
set clk_io_pct 0.2

create_clock -name clk0 -period $clk_period [get_ports {clk}]

set non_clock_inputs [all_inputs -no_clocks]
set_input_delay [expr $clk_period * $clk_io_pct] -clock clk0 $non_clock_inputs
set_output_delay [expr $clk_period * $clk_io_pct] -clock clk0 [all_outputs]
==> results.toml <==
# physical design summary
[power]
p_per_area_mw_per_mm2 = 153
p_sw_mw = 0.190
p_comb_share_pct = 14.5
cellInternalPower_mw = 0.597
peakVddDrop_mv = 0.0691
leakagePower_nw = 1.75
p_seq_share_pct = 43.7
switching_share_pct = 24.1
p_clk_share_pct = 41.7

[global_routing]
overflow = 0
grt_use_total_pct = 16.7
grt_pass1_vias = 3224
grt_max_degree = 74
grt_pass1_wl_um = 15900
antenna_found_initial = 0

[floorplanning]
core_area_mm2 = 0.0114
fp-utilization_pct = 30.8
rows = 39
io_pins = 131
die_x_um = 110
dieArea_mm2 = 0.0122
die_h_um = 110

[setup_path]
cp-end-kind = "register"
required_ps = 8800
worstPathMaxFanout = 73
path_class = "in -> reg"
cp_data_arrival_time_ps = 3630
cp-start-kind = "primary input"

[finish]
lay_top_cells = "clkdlybuf4s50_1, nor2_1, dfxtp_1"
drive_gt1_share_pct = 5.96
area_delta_synth_final_pct = 46.0
reg.largest.list = "ProgCounter x64"
largest-register = "ProgCounter"
largest_register_ffs = 64
layout_top_cell = "clkdlybuf4s50_1"

[route]
wl_um = 10100
first_pass_iters = 4
via_per_inst = 5.03
drc_errors = 0
diodes = 0
wl_per_cell_um = 14.4
ant_nets = 0
vias = 3507
drt-initial-drc-count = 154

[placement]
port_buffers = 130
hpwl_um = 7140
gp_congestion = 0.831

[timing]
period_needed_ps = 3420
min_period_over_period_pct = 39.8
rsz0062_at_grt = "false"
fmax_mhz = 292
holdWs_ps = 515
worst-slew-pin-transition_ps = 840
fin_skew_ps = 8.88
setup_tns_ps = 0
maxSlewViolCount = 0
setup_viol = 0
slew_headroom_pct = 43.5
hold_viol_final = 0

[job]
warnings = 25
max_cap_violations = 0

[yosys]
yosys_cells = 434
ys_seq_share_pct = 36.4
syn_inst = 434
syn_area_per_cell_um2 = 8.11
ys_area_mm2 = 0.00352
netlist_area_mm2 = 0.00352
yosysUniqueCellTypes = 42
ys_warn_count = 1
synth_flops = 64

[cts]
cts_setup_buffers = 0
clk_pin_slew_ps = 50
clockRootBuffer = "clkbuf_16"
hold_buffers = 0
clock_latency_ps = 320
numClockSinks = 64
cts_tree = "yes"
cts_buffers = 9
cts_buffer_depth = 2
cts-resized-gates = 0
htree_levels = 3

[min_path]
hp-class = "reg -> reg"

[status]
outcome = "complete, no violations"
-- cell usage after synthesis --
library cell	number	area share, %
or2_2	2	0.36
clkbuf_4	1	0.21
clkbuf_8	1	0.39
nor3_1	13	1.8
xor2_1	26	6.5
nand2_1	38	4.1
nand4_4	1	0.60
buf_2	1	0.14
nor2_1	66	7.0
and3_2	1	0.21
a211oi_1	30	6.4
nor4_1	6	1.1
or4_4	1	0.32
buf_1	2	0.21
o21ai_0	10	1.4
xnor2_1	28	7.0
nand4_2	1	0.36
nand3_4	1	0.50
o21a_1	1	0.21
and2_2	1	0.21
buf_4	1	0.21
clkbuf_1	19	2.0
buf_6	2	0.64
or3_1	6	1.1
nor3b_1	1	0.21
a21oi_1	21	3.0
clkbuf_2	2	0.28
and4_1	6	1.5
o21bai_1	4	0.85
nor4_2	1	0.36
a311oi_1	4	0.99
inv_1	6	0.64
nor4_4	2	1.2
dfxtp_1	64	36
and2_1	2	0.36
ha_1	1	0.36
and4_2	4	1.1
nand4_1	18	3.2
nand3_1	25	3.6
and3_1	7	1.2
mux2i_1	6	1.7
clkinv_1	1	0.11
-- through the flow --
step / util, % / area (µm²) / std cells / power [mW] / setup WS [ps]
after floorplan: - / 3520 / 434 / 0.386 / 6010
after global placement: 42.7 / 4870 / 681 / 0.464 / 4900
after detailed placement: 42.7 / 4870 / 681 / 0.465 / 4850
after CTS: 45.0 / 5140 / 697 / 0.795 / 5160
after global routing: 45.0 / 5140 / 697 / 0.822 / 4970
final: 45.0 / 5140 / 697 / 0.787 / 5180
-- power groups by stage --
stage,clock network [mW],registers [mW],logic (mW)
4_1_cts,0.335,0.344,0.115
5_1_grt,0.347,0.348,0.127
6_report,0.329,0.344,0.114
-- kinds of logic (layout without fill, tap and decap cells) --
| family | count (synthesis) | after routing | share of synthesized area, % |
|---|---|---|---|
| simple gates | 203 | 203 | 30.4 |
| compound gates | 70 | 70 | 12.9 |
| flops | 64 | 64 | 36.4 |
| xor+xnor | 54 | 54 | 13.4 |
| buf+inv | 36 | 156 | 4.87 |
| mux | 6 | 6 | 1.71 |
| fa+ha+maj | 1 | 1 | 0.355 |
-- critical path, cell delays in order --
cell             delay, ps
clkdlybuf4s50_1        400
buf_4                  240
inv_2                  230
buf_4                  610
nor2_1                 200
nand2_1                130
o21ai_0                 80
-- layout make-up --
cell class | instances | area, µm²
clock inverters | 3 | 17.5
well taps | 143 | 179
clock buffers | 13 | 250
inverters | 7 | 26.3
flip-flops and latches | 64 | 1280
repair buffers | 133 | 1320
fillers | 1102 | 6280
multi-input cells | 334 | 2070
-- final timing paths --
| path | from | end | slack, ps | cells past startpoint |
|---|---|---|---|---|
| min reg2reg | ProgCounter[1]$_SDFFE_PP0P_ | ProgCounter[1]$_SDFFE_PP0P_ | 510 | 2 |
| max reg2reg | ProgCounter[4]$_SDFF_PP0_ | ProgCounter[63]$_SDFF_PP0_ | 5770 | 6 |
| max | load_en | ProgCounter[59]$_SDFF_PP0_ | 5180 | 7 |
| min | ProgCounter[1]$_SDFFE_PP0P_ | ProgCounter[1]$_SDFFE_PP0P_ | 510 | 2 |
-- routing by layer --
layer | up-vias | global-route usage, % | part of all wire [%]
met5 | - | 0 | 0
met2 | 116 | 25.6 | 43
met1 | 1604 | 26.3 | 48
met4 | 0 | 1.79 | 1.1
li1 | 1775 | - | -
met3 | 12 | 2.28 | 7.0
Power and IR drop assume default switching activity.
